==> flow/design.v <==
module timer_counter_2
#(parameter n=8)
(
input clk,
input reset_n,
input [n-1:0] final_value,
output done
);
reg [n-1:0] Q_current,Q_next;
always @(posedge clk,negedge reset_n)
begin
	if(reset_n==0)
		Q_current=1'b0;
	else
		Q_current<=Q_next;
end
assign done=Q_current==final_value?1'b1:1'b0;
always @(Q_current,final_value)
begin
	if(Q_current==final_value)
		Q_next=0;
	else
		Q_next=Q_current+1;
end
endmodule
==> flow/run.sh <==
#!/bin/bash
# OpenROAD 26Q1-2900-gdf79404cd8, Yosys 0.63+post, stock flow scripts
make -C /OpenROAD-flow-scripts/flow DESIGN_CONFIG=/design/flow/config.mk WORK_HOME=/design/flow/orfs finish
==> flow/config.mk <==
export PLATFORM = sky130hd
export DESIGN_NAME = timer_counter_2
export DESIGN_NICKNAME = timer_counter_2
export VERILOG_FILES = /design/flow/design.v
export SDC_FILE = /design/flow/constraint.sdc
export NUM_CORES = 4
export LEC_CHECK = 1
export CORE_AREA = 10 10 70 70
export DIE_AREA = 0 0 80 80
==> flow/constraint.sdc <==
current_design timer_counter_2

set clk_period 1.8
set clk_io_pct 0.2

create_clock -name clk0 -period $clk_period [get_ports {clk}]

set non_clock_inputs [all_inputs -no_clocks]
set_input_delay [expr $clk_period * $clk_io_pct] -clock clk0 $non_clock_inputs
set_output_delay [expr $clk_period * $clk_io_pct] -clock clk0 [all_outputs]
==> notes.md <==
The layout was made with Yosys and OpenROAD.

The maximum number of pins on one net before global-route repair is 9. The HPWL after detailed placement is around 850 um. The tree is rooted in a sky130_fd_sc_hd__clkbuf_4. The buffer and inverter count on the worst path is 1. In the finished design, the share of the clock period the worst path needs comes to 0.955. Setup repair after global routing could not meet its margin everywhere.

The worst setup path is captured at an output pin. For this run, global-route usage on met3 was measured as 0.0273. Per the run report, area growth between synthesis and finish was 59.1%. The floorplan step records an initial core utilization of 0.143.

The tally of filler cells in the layout is roughly 380. Traced cell by cell, the critical path runs through xor2_2, nor4_4, and2_1, buf_2. The met2 track demand over resource is 0.0474. The share of the Yosys chip area taken by registers is 0.409. Synthesis produced between 40 and 50 cells. The cell count in the Yosys report is 44. The mean cell area of the mapped netlist is between 10 and 15 sq um.

The clock net in this run drives a total of 8 sinks. The number of flip-flops under the largest register name is 8. The maximum ir drop on the vdd rail is about 0.44 mV. The first TritonRoute pass finished after 4 iterations. Summed over all failing endpoints, the final setup total negative slack is 0 ns.

The overall global routing resource usage is 0.0383. The die is around 80 um tall. From left edge to right edge, the die measures roughly 80 um. The ratio of cells with drive above 1 in the final layout is 0.373. Clock skew on the completed layout was measured at approximately 0.0044 ns. The clock edge transition at the registers on the reported setup and hold paths is ~0.06 ns. TritonCTS built the clock tree.

As logged by OpenROAD, the buffers inserted on ports number 10. The type recorded for the worst min-delay path is in2async. The tally of max-capacitance violations is 0. The floorplan has 21 rows. The overall die area is 6400 sq um. Counting I/O delays and the setup requirement, the final critical path takes between 1.5 and 2 ns.

Hold is met by approximately 0.38 ns. The synthesized netlist occupies a cell area of roughly 490 sq um. For this sky-water flow run, the detailed-routed wirelength per cell is reported as 9.41 um.

The count of unique library cells instantiated by Yosys is 16. The number of antenna violations at the first check in global routing was 0. The total of hold buffers inserted after clock tree synthesis is 0. The maximum level of the CTS H-tree is 1. Pins over their slew limit in the final report were tallied at 0. The count of nets left with antenna violations after detail routing is 0. The highest clock rate this design can be run at is roughly 580 MHz.

The remaining design rule violation count is 0. For this design, the slowest cell found on the critical path is sky130_fd_sc_hd__dfrtp_1. In this run, synthesis produced a sequential element count of 8. STA puts the critical path data required time at around 1.4 ns. In the synthesis report, Yosys lists the chip area as slightly below 500 sq um. The number of hold violations in the final report is 0. The global routing report lists met1 layer usage as 0.0547. The total tool warning count is 26. The flow ran to the end, and the final reports show no timing, DRC or antenna violations. The layer carrying the most global-route usage is met1. The most common cell after layout, fill and taps aside is sky130_fd_sc_hd__buf_4. The biggest cell delay along the critical path is 0.40 ns.

The setup slack at placement is -0.505 ns. 11 I/O pins were placed. The global-route congestion overflow total is 0.

The final count of negative-setup-slack endpoints is 0. Clock tree synthesis inserted a total of 3 buffers. The critical path launch point type is a register. The data arrival time reported for the critical path is 1.36 ns. By startpoint and endpoint, the worst setup path is classified as reg2out.

Per the detail_route report, inserted antenna diodes total 0. In the final layout, the registers with the most flip-flops are Q_current x8. The via count is between 300 and 400. After its last routability iteration, the placer logged a weighted congestion of between 0.7 and 0.8. The final worst setup slack is just over 0.08 ns. The transition time recorded at the tightest slew-check pin is between 0.3 and 0.4 ns.

The first-pass GRT wire length is 1.91 mm. The power density normalized to cell area is 1390 nW/um^2. The initial detailed-routing violation count is about 67. Ranked by flip-flop count, first place goes to Q_current. Measured against its own limit, the worst slew margin works out to 0.757. The most common logic cells in the final layout are 11 x sky130_fd_sc_hd__buf_4, 8 x sky130_fd_sc_hd__dfrtp_1, 8 x sky130_fd_sc_hd__xor2_2, 8 x sky130_fd_sc_hd__dlygate4sd2_1, 4 x sky130_fd_sc_hd__a21oi_1.

The via count of the first global-routing pass is around 410. The maximum buffer depth of the clock tree is 2. The family with the most delay on the worst path is simple AND/OR/NAND/NOR gates.

The wire length recorded after detailed routing is about 1.1 mm. The number of synthesis warnings is 1. Clock latency on the worst-skew pair, taken at its later pin, is around 0.25 ns. The detail-routed via count per cell is between 3 and 4. The leakage component of the power was reported as about 0.00032 uW. The area inside the core boundary is about 3400 sq um. The critical path maximum fanout is 2.
-- per-layer routing --
layer | wire length, um | up-vias
met3 | 124 | 2
met1 | 513 | 172
met2 | 416 | 10
li1 | - | 198
met4 | 8 | 0
met5 | 0 | -
-- stage by stage --
stage / power, uW / utilization / area (sq um) / cells
after floorplan: 697 / - / 489 / 44
after global placement: 894 / 0.208 / 711 / 109
after detailed placement: 898 / 0.208 / 711 / 109
after CTS: 1090 / 0.228 / 778 / 113
after global routing: 1180 / 0.228 / 778 / 113
final: 1080 / 0.228 / 778 / 113
-- logic make-up after synthesis --
logic type / Yosys count / share of synthesized area
and+or+nand+nor: 12 / 0.197
AOI/OAI and AO/OA: 11 / 0.133
xor gates and xnor gates: 11 / 0.212
DFF: 8 / 0.409
buffers and inverters: 1 / 0.0230
adders and majority gates: 1 / 0.0256
-- path summary, 6_finish.rpt --
check,start,endpoint,slack (ns),cells after the start
min reg2reg,Q_current[0]$_DFF_PN0_,Q_current[0]$_DFF_PN0_,0.60,2
max in group asynchronous,reset_n,Q_current[2]$_DFF_PN0_,1.15,1
max,Q_current[5]$_DFF_PN0_,done,0.08,4
min in group clk0,Q_current[0]$_DFF_PN0_,Q_current[0]$_DFF_PN0_,0.60,2
min,reset_n,Q_current[6]$_DFF_PN0_,0.38,1
max reg2reg,Q_current[0]$_DFF_PN0_,Q_current[6]$_DFF_PN0_,0.42,5
-- cell usage after synthesis --
cell	instances	area share
sky130_fd_sc_hd__buf_6	1	0.023
sky130_fd_sc_hd__or3_1	3	0.038
sky130_fd_sc_hd__a21oi_1	4	0.041
sky130_fd_sc_hd__a22oi_1	3	0.046
sky130_fd_sc_hd__o21ai_0	3	0.031
sky130_fd_sc_hd__nand4_1	1	0.013
sky130_fd_sc_hd__ha_1	1	0.026
sky130_fd_sc_hd__xor2_1	9	0.16
sky130_fd_sc_hd__a21boi_0	1	0.015
sky130_fd_sc_hd__and2_1	1	0.013
sky130_fd_sc_hd__nand3_1	3	0.031
sky130_fd_sc_hd__nor4_4	2	0.087
sky130_fd_sc_hd__dfrtp_1	8	0.41
sky130_fd_sc_hd__nand2_1	2	0.015
sky130_fd_sc_hd__xor2_2	1	0.033
sky130_fd_sc_hd__xnor2_1	1	0.018
-- worst reg2reg max path: cells and delay by family (launching register included) --
kind | cells | cell delay, ns
buffers and inverters | 1 | 0.14
DFF | 1 | 0.39
and+or+nand+nor | 2 | 0.41
adders and majority gates | 1 | 0.20
AOI/OAI and AO/OA | 1 | 0.16
-- final cells by class --
cell class                      instances  area [sq um]  share of cell area
Multi-Input combinational cell         35           330               0.424
Sequential cell                         8           200               0.257
Timing Repair Buffer                   21           168               0.215
Tap cell                               46          57.6              0.0740
Clock buffer                            3          22.5              0.0289
-- power breakdown --
| part | total, uW | internal (uW) | switching [uW] | leakage, uW |
|---|---|---|---|---|
| Combinational | 594 | 309 | 285 | 0.000216 |
| Clock | 139 | 76.4 | 62.6 | 0.0000138 |
| Sequential | 348 | 266 | 81.8 | 0.0000955 |
-- what timing repair did --
item | 4_1_cts | 5_1_grt
resized | 18 | 0
buffers inserted | 1 | 0
pin swaps | 5 | 2
setup endpoints to repair | 1 | 1
No activity file was given, so power comes from the tool's default toggle rates.
