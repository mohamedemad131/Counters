## flow/run.sh

```bash
#!/bin/bash
# OpenROAD 26Q1-2900-gdf79404cd8, Yosys 0.63+post, stock flow scripts
make -C /OpenROAD-flow-scripts/flow DESIGN_CONFIG=/design/flow/config.mk WORK_HOME=/design/flow/orfs finish
```

## flow/design.v

```verilog
module bcd_counter
#(parameter limit=9)
(
input clk,
input reset_n,
output done,
output [$clog2(limit)-1:0] Q
);
reg [$clog2(limit)-1:0] Q_current,Q_next;
always @(posedge clk,negedge reset_n)
begin
	if(reset_n==0)
		Q_current=1'b0;
	else
		Q_current<=Q_next;
end
always @(Q_current,limit)
begin
	if(Q_current==limit)
		Q_next=0;
	else
		Q_next=Q_current+1;
end
assign done=Q_current==limit?1:0;
assign Q=Q_current;
endmodule
```

## flow/config.mk

```make
export PLATFORM = sky130hd
export DESIGN_NAME = bcd_counter
export DESIGN_NICKNAME = bcd_counter
export VERILOG_FILES = /design/flow/design.v
export SDC_FILE = /design/flow/constraint.sdc
export NUM_CORES = 4
export LEC_CHECK = 1
export CORE_AREA = 10 10 70 70
export DIE_AREA = 0 0 80 80
```

## flow/constraint.sdc

```tcl
current_design bcd_counter

set clk_period 1.1
set clk_io_pct 0.2

create_clock -name clk0 -period $clk_period [get_ports {clk}]

set non_clock_inputs [all_inputs -no_clocks]
set_input_delay [expr $clk_period * $clk_io_pct] -clock clk0 $non_clock_inputs
set_output_delay [expr $clk_period * $clk_io_pct] -clock clk0 [all_outputs]
```

==> impl_metrics.json <==
{
  "core_area_sq_mm": 0.00342,
  "chipWidth_um": 80,
  "clkLatencyLatePin_ns": 0.23,
  "startpoint_type": "flip-flop",
  "setup_violations": 3,
  "stdcell_count": 82,
  "clkTransAtPathRegs_ns": 0.03,
  "powerDensity_mw_per_mm2": 772,
  "r2r-start": "Q_current[3]",
  "crit_family": "flip-flops",
  "clock_skew_ns": 0.00153,
  "hp-class": "input pin to async pin",
  "worstMarginPinSlew_ns": 0.189,
  "arrival_ns": 1.02,
  "routed_wl_um": 603,
  "fillers": 394,
  "maxCapViolations": 0,
  "drt_iter0_markers": 1,
  "place_hpwl_um": 427,
  "rows": 21,
  "slowest_stage": "dfrtp_1",
  "ys_types": 11,
  "fin_ws_ns": -0.145,
  "period_used_pct": 113,
  "final_hold_viol_count": 0,
  "power.total_uw": 330,
  "whs_ns": 0.193,
  "cts-root-buf": "clkbuf_4",
  "cts_tree": "done",
  "drive_gt1_share_pct": 69.4,
  "htree_levels": 1,
  "critPathRequiredTime_ns": 0.88,
  "end_kind": "primary output",
  "routedWlPerCell_um": 7.35,
  "track_usage_pct": 1.97,
  "path_max_fanout": 2,
  "path_class": "flip-flop to primary output",
  "max_freq_mhz": 803,
  "drv_slew": 0,
  "ys_cells": 15,
  "leakage_uw": 0.000199,
  "n_antenna_cell": 0,
  "ys_seq_share_pct": 58.4,
  "synth.avg_cell_area_sq_um": 11.4,
  "period_needed_ns": 1.24,
  "slew-limit-headroom_pct": 87.4,
  "synthToLayoutAreaGrowth_pct": 150,
  "initCoreUtil_pct": 5.02,
  "grt_max_degree": 6,
  "overflow": 0,
  "numCtsBuffers": 3,
  "syn_area_sq_um": 171,
  "critical_path_depth": 3,
  "failed_checks": "setup timing",
  "antenna_left": 0,
  "reg2reg_to": "Q_current[3]",
  "yosysWarnings": 1,
  "warnings": 27,
  "die-area_sq_mm": 0.00640,
  "rsz0062_at_grt": "true",
  "status": "complete, but fails checks",
  "gp_congestion": 0.734,
  "vias_per_cell": 2.32,
  "portBuffers": 6,
  "ys_chip_area_sq_um": 171,
  "io_pins": 7,
  "path_buffers": 1,
  "syn_inst": 15,
  "dp_cells": 72,
  "first_pass_iters": 3,
  "ys_seq_elements": 4,
  "ir_drop_mv": 0.433,
  "largest_reg_flops": 4,
  "cts_sinks": 4,
  "cts_buffer_depth": 2,
  "grt_pass1_vias": 204,
  "largest_register": "Q_current",
  "antenna_found_initial": 0,
  "top_regs": "Q_current (4)",
  "r2r_cells": 4,
  "die_y_um": 80,
  "via_count": 190,
  "max_stage_delay_ns": 0.40,
  "reg2reg_slack_ns": -0.10,
  "path_cells": "nor2b_4, nor3b_2, buf_2",
  "drcViolationCount": 0,
  "grt_pass1_wl_um": 945
}
-- power by group --
part / total [uW] / internal [uW] / leakage [uW] / switching [uW]
clock network: 176 / 122 / 0.0000138 / 54.8
logic: 5.88 / 3.16 / 0.000134 / 2.73
registers: 148 / 148 / 0.0000513 / 0
-- placed cells by master, fill, tap and decap left out --
master	synthesis	routed
buf_6	0	7
xnor2_1	1	1
buf_2	0	3
inv_1	2	1
buf_4	0	7
nor2b_4	0	1
dfrtp_1	4	4
nand2_1	1	1
nor3_1	1	1
inv_4	0	1
mux2_4	0	1
a221o_1	1	1
nor2_1	1	1
o21ai_2	0	1
clkdlybuf4s50_1	0	1
nor3b_2	0	1
clkbuf_4	0	3
-- synth_stat cells, drive strengths merged --
master / instances / area, sq um
nor2: 1 / 3.75
a221o: 1 / 10.0
nor2b: 1 / 8.76
inv: 2 / 7.51
xnor2: 1 / 8.76
mux2: 1 / 11.3
dfrtp: 4 / 100
nor3b: 1 / 7.51
nor3: 1 / 5.00
o21ai: 1 / 5.00
nand2: 1 / 3.75
-- kinds of logic (layout without fill, tap and decap cells) --
logic type | Yosys count | count (layout) | share of synthesized area [%]
buf+inv | 2 | 23 | 4.38
simple gates | 5 | 5 | 16.8
mux | 1 | 1 | 6.57
flops | 4 | 4 | 58.4
xor+xnor | 1 | 1 | 5.11
compound gates | 2 | 2 | 8.76
-- how the worst max path moves through the flow --
stage	startpoint	to	slack, ns
finish	Q_current[2]	done	-0.14
global route	Q_current[2]	done	-0.23
CTS	Q_current[2]	done	-0.17
-- layout make-up --
class                      instances  area (sq um)  share of cell area (%)
sequential                         4           100                    23.4
tap                               46          57.6                    13.5
inverter                           2          10.0                    2.34
multi-input combinational          9          81.3                    19.0
clock buffer                       3          22.5                    5.26
timing repair buffer              18           156                    36.5
-- per-stage QoR --
stage | TNS [ns] | utilization, % | setup WS (ns) | instance area, sq um
global placement | -0.434 | 9.56 | -0.296 | 327
finish | -0.285 | 12.5 | -0.145 | 428
CTS | -0.251 | 11.5 | -0.169 | 393
floorplan | 0 | - | 0.136 | 171
global route | -0.508 | 12.5 | -0.232 | 428
detailed placement | -0.525 | 9.56 | -0.337 | 327
-- per-layer routing --
metal  share of wire [%]  vias to the layer above  routed length (um)  global-route usage (%)
li1                    -                       94                   -                       -
met1                  58                       86                 349                    2.81
met5                   0                        -                   0                       0
met4                   0                        0                   0                   0.528
met3                 6.8                        0                  41                    1.14
met2                  35                       10                 212                    2.41
-- worst reg2reg max path, stage by stage, from the launching register on --
cell     delay [ns]
dfrtp_1        0.37
nor2b_4        0.13
buf_4          0.12
buf_4          0.12
a221o_1        0.33
-- timing repair --
item / in CTS / in global routing
buffers inserted: 5 / 3
gates resized: 23 / 6
pin swaps: 0 / 1
hold buffers: 0 / 0
endpoints found under the setup margin: 5 / 5
Power and IR drop assume default switching activity.
